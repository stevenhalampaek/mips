[flow/run.sh]
#!/bin/bash
# OpenROAD 26Q1-2900-gdf79404cd8, Yosys 0.63+post, stock flow scripts
make -C /OpenROAD-flow-scripts/flow DESIGN_CONFIG=/design/flow/config.mk WORK_HOME=/design/flow/orfs finish
[flow/config.mk]
export PLATFORM = sky130hd
export DESIGN_NAME = register
export DESIGN_NICKNAME = register
export VERILOG_FILES = /design/flow/design.v
export SDC_FILE = /design/flow/constraint.sdc
export NUM_CORES = 4
export LEC_CHECK = 1
export CORE_UTILIZATION = 30
[flow/constraint.sdc]
current_design register

set clk_period 1.0
set clk_io_pct 0.2

create_clock -name clk0 -period $clk_period [get_ports {clk}]

set non_clock_inputs [all_inputs -no_clocks]
set_input_delay [expr $clk_period * $clk_io_pct] -clock clk0 $non_clock_inputs
set_output_delay [expr $clk_period * $clk_io_pct] -clock clk0 [all_outputs]
[flow/design.v]
module register(    input               clk,
                    input               rst,
                    input               en,
                    input      [31:0]   in,
                    output reg [31:0]   out);
    always @(posedge clk)
    begin
        if (rst)
            out = 0;
        else begin
            if (en)
                out = in;
        end
    end
endmodule
==> flow_metrics.env <==
# yosys + openroad results
export IMPL_synth_top_cell_area_share=0.551
export IMPL_crit_path_end_kind="primary output"
export IMPL_drive_gt1_frac=0.339
export IMPL_slew_headroom=0.898
export IMPL_die_area_um2=4130
export IMPL_yosys_stat_area_um2=1160
export IMPL_fmax_ghz=1.03
export IMPL_timing_rr_end="out[13]"
export IMPL_max_cap_viol_count=0
export IMPL_yosysCellCount=103
export IMPL_cpPeakStageDelay_ns=0.33
export IMPL_yosys_top_cells_count="dfxtp_1 (32), mux2i_1 (32), nor2_1 (32)"
export IMPL_reg2reg_slack_ns=0.39
export IMPL_cts_root_buf="clkbuf_8"
export IMPL_drt_iter0_markers=17
export IMPL_placed_area_um2=1860
export IMPL_h_tree_depth=2
export IMPL_period_needed_ns=0.970
export IMPL_swShare=0.202
export IMPL_drtAntennaViolNets=0
export IMPL_yosys_area_top_type="dfxtp_1"
export IMPL_cp_max_fo=2
export IMPL_synth_cell_types=6
export IMPL_clk_pin_slew_ns=0.06
export IMPL_grt_ovfl_total=0
export IMPL_path_delay_family="flip-flops"
export IMPL_syn2layout_area_growth_pct=66.5
export IMPL_async_flop_share=0
export IMPL_drt_total_wl_mm=2.50
export IMPL_p_int_mw=2.38
export IMPL_p_clk_frac=0.397
export IMPL_fp_util=0.315
export IMPL_area_leaders="dfxtp_1 (55%), mux2i_1 (28%), nor2_1 (10%)"
export IMPL_cp_slowest_cell="dfxtp_2"
export IMPL_post_cts_buffers=0
export IMPL_crit_required_ns=0.80
export IMPL_crit_chain="clkdlybuf4s15_1"
export IMPL_crit_arrival_ns=0.77
export IMPL_dp_hpwl_mm=1.76
export IMPL_pin_count=67
export IMPL_die_w_um=64.3
export IMPL_tightest_slew_ns=0.148
export IMPL_syn_avg_cell_area_um2=11.3
export IMPL_final_comb_area_um2=440
export IMPL_row_count=22
export IMPL_pwr_share_comb=0.133
export IMPL_edf_count=0
export IMPL_core_um2=3690
export IMPL_hold_violations=0
export IMPL_cts_buffer_depth=2
export IMPL_instances_no_fill=222
export IMPL_hold_path_end="out[28]"
export IMPL_timing_rr_start="out[13]"
export IMPL_final_setup_viol_count=0
export IMPL_p_switching_uw=603
export IMPL_stdcell_area_um2=1940
export IMPL_ys_warn_count=1
export IMPL_rsz0062_at_grt="false"
export IMPL_port_buffers=66
export IMPL_wl_per_cell_um=11.3
export IMPL_antenna_found_initial=0
export IMPL_netlist_area_um2=1160
export IMPL_finalCritPeriodShare=0.970
export IMPL_clkSinkCount=32
export IMPL_grt_pass1_wl_mm=4.16
export IMPL_slew_viol_final=0
export IMPL_worst_setup_path_start_kind="flip-flop"
export IMPL_critPathKind="reg2out"
export IMPL_p_leak_nw=0.889
export IMPL_syn_inst=103
export IMPL_min_from="en"
export IMPL_largest_reg_flops=32
export IMPL_dp_cells=214
export IMPL_dr_pass1_iters=2
export IMPL_rr_worst_depth=2
export IMPL_seq_power_share=0.470
export IMPL_grt_pass1_vias=937
export IMPL_via_per_inst=4.22
export IMPL_utilization=0.525
export IMPL_worstSkewPairLatency_ns=0.28
export IMPL_n_antenna_cell=0
export IMPL_finalClockSkew_ns=0
export IMPL_hold_class="in2reg"
export IMPL_critical_path_buf_inv_count=1
export IMPL_cts_buffers=5
export IMPL_cts_tree="built"
export IMPL_track_usage=0.130
export IMPL_n_fill_cell=345
export IMPL_ir_drop_mv=1.23
export IMPL_status="finished clean"
export IMPL_vias=937
export IMPL_dieHeight_um=64.3
export IMPL_hold_depth=4
export IMPL_grt_max_degree=33
export IMPL_seq_area_um2=681
export IMPL_ff_type="dfxtp_1"
export IMPL_synth_flops=32
export IMPL_finalWeightedCongestion=0.699
export IMPL_drc_errors=0
export IMPL_p_per_area_nw_per_um2=1540
export IMPL_warnings=25
export IMPL_ys_seq_frac=0.551
-- layout make-up --
class                      count  area share
clock buffer                   6      0.0375
clock inverter                 2      0.0181
multi-input combinational     64       0.227
sequential                    32       0.351
tap                           48      0.0310
timing repair buffer          70       0.335
-- worst register-to-register path, cell delays in order (launching register included) --
cell,delay (ns)
dfxtp_2,0.32
mux2i_1,0.14
nor2_1,0.05
-- worst max path at each step --
stage     cells after the start  startpoint      end
6_report                      1     out[25]  out[25]
5_1_grt                       1      out[9]   out[9]
4_1_cts                       1     out[20]  out[20]
-- cell usage in the layout, fill, tap and decap left out --
master and count:
buf_12 3, buf_2 1, buf_4 1, bufinv_16 1, clkbuf_1 1, clkbuf_2 15, clkbuf_8 5, clkdlybuf4s15_1 17
clkdlybuf4s50_1 33, clkinv_2 1, dfxtp_2 32, mux2i_1 32, nor2_1 32
-- layer usage --
metal,up-vias,global-route usage,share of wire
li1,477,-,-
met1,414,0.194,0.48
met2,44,0.183,0.40
met3,2,0.0562,0.11
met4,0,0.0167,0.0076
met5,-,0,0
-- per-stage QoR --
stage | setup WS (ns) | setup TNS (ns) | power [mW] | hold WS, ns
floorplan | 0.207 | 0 | 1.57 | 0.272
global placement | -0.0768 | -2.39 | 1.86 | 0.476
detailed placement | -0.0915 | -2.79 | 1.87 | 0.489
CTS | 0.00682 | 0 | 3.05 | 0.427
global route | 0.000250 | 0 | 3.12 | 0.447
finish | 0.0302 | 0 | 2.99 | 0.429
-- power groups by stage --
stage,Combinational [mW],Sequential [mW],Clock (mW)
CTS,0.423,1.41,1.22
global route,0.438,1.42,1.27
finish,0.397,1.41,1.18
-- cell families (layout without fill, tap and decap cells) --
family,count (synthesis),count (layout),synth area share
buf+inv,7,78,0.0710
flops,32,32,0.551
mux,32,32,0.275
simple gates,32,32,0.103
-- repair_timing --
| item | in CTS | in global routing |
|---|---|---|
| hold buffers | 0 | 0 |
| setup endpoints to repair | 32 | 15 |
| resized | 96 | 15 |
Power figures rest on the tool's default switching activity, not on a simulated workload.
