===== design/flow/config.mk =====
export PLATFORM = sky130hd
export DESIGN_NAME = register_file
export DESIGN_NICKNAME = register_file
export VERILOG_FILES = /design/flow/design.v
export SDC_FILE = /design/flow/constraint.sdc
export NUM_CORES = 4
export LEC_CHECK = 1
export CORE_UTILIZATION = 30

===== design/flow/run.sh =====
#!/bin/bash
# OpenROAD 26Q1-2900-gdf79404cd8, Yosys 0.63+post, stock flow scripts
make -C /OpenROAD-flow-scripts/flow DESIGN_CONFIG=/design/flow/config.mk WORK_HOME=/design/flow/orfs finish

===== design/flow/constraint.sdc =====
current_design register_file

set clk_period 10.3
set clk_io_pct 0.2

create_clock -name clk0 -period $clk_period [get_ports {clk}]

set non_clock_inputs [all_inputs -no_clocks]
set_input_delay [expr $clk_period * $clk_io_pct] -clock clk0 $non_clock_inputs
set_output_delay [expr $clk_period * $clk_io_pct] -clock clk0 [all_outputs]

===== design/flow/design.v =====
module register_file(   input           clk,
                        input           rst,
                        input           wr_en,
                        input           JumpAndLink,
                        input  [31:0]   jal_addr,
                        input  [4:0]    wr_addr,
                        input  [31:0]   wr_data,
                        input  [4:0]    rd_addr0,
                        input  [4:0]    rd_addr1,
                        output reg [31:0]   rd_data0,
                        output reg [31:0]   rd_data1);
    reg [31:0] registers [0:31];
    reg [31:0] debug_r17;
    reg [31:0] debug_r18;
    reg [31:0] debug_r19;
    reg [31:0] debug_r20;
    reg [31:0] debug_r21;
    reg [31:0] debug_r22;
    reg [31:0] debug_r23;
    integer i;
    always @(posedge clk)
    begin
        if (rst == 1) begin
            debug_r17 = 32'b0;            
            debug_r18 = 32'b0;
            debug_r19 = 32'b0;
            debug_r20 = 32'b0;
            debug_r21 = 32'b0;
            debug_r22 = 32'b0;
            debug_r23 = 32'b0;
            for (i = 0; i < 32; i = i + 1)
                registers[i] = 32'b0;
        end else begin  
            if (JumpAndLink)
                registers[31] = jal_addr;
            if (wr_en) begin
                if (wr_addr == 5'b0) begin
                    registers[0] = 32'b0;
                end else begin  
                    registers[wr_addr] = wr_data;
                end  
            end  
            if (rd_addr0 == 5'b0)
                rd_data0 = 32'b0;
            else
                rd_data0 = registers[rd_addr0];
            if (rd_addr1 == 5'b0)
                rd_data1 = 32'b0;
            else
                rd_data1 = registers[rd_addr1];
            debug_r17 = registers[17];            
            debug_r18 = registers[18];
            debug_r19 = registers[19];
            debug_r20 = registers[20];
            debug_r21 = registers[21];
            debug_r22 = registers[22];
            debug_r23 = registers[23];
        end  
    end  
endmodule

==> out/metrics.cfg <==
[pwr]
p_leak_nw=26.9
vdd_ir_drop_max_mv=0.135
power.total_mw=10.2
p_per_area_nw_per_um2=158

[layout]
drive_gt1_frac=0.143
final_cell_area_sq_um=64500
area_delta_synth_final_pct=21.3

[logic_synthesis]
top_area_frac=0.374
ff_type=dfxtp_1
yosys_cells=6339
ys_seq_elements=1056
synth.distinct_cells=89
syn_area_per_cell_sq_um=8.39
synth_area_sq_um=53200
area_leaders=dfxtp_1 (37%), mux2i_1 (12%), nor2_1 (6.1%)
edf_count=64
ys_area_sq_um=53200
postSynthCellCount=6339
synth_seq_share=0.410
synthArstFlopShare=0
yosysTopAreaCell=dfxtp_1
yosysWarningCount=2

[sta]
tightest_slew_ns=1.43
fin_skew_ns=0.0389
slew_headroom=0.0367
setup_viol=0
final.period_utilization=0.669
period_minus_slack_ns=6.89
tns_ns=0
slew_violations=0
rsz0062_at_grt=no
finalHoldViolCount=0
fmax_ghz=0.145

[clock_tree]
cts_tree=yes
ctsResizeCount=0
htreeDepth=4
cts.sinks=1056
root_buffer=clkbuf_16
cts_setup_buffers=0
cts_buffers=134
cts_hold_buf=0
clockBufferDepth=3
path_clk_slew_ns=0.06
clk_latency_ns=0.87

[critical_path]
crit_fanout=20
cp.required_ns=10.84
worstSetupPathType=in2reg
start_kind=input pin
arrival_ns=7.43
crit_chain=clkdlybuf4s50_1 > and2_2 > buf_4 > nand2_2 > nor2_1 > or4_1 > o41ai_2 > nor4bb_1 > a32oi_1
slowest_stage=nor4bb_1
crit_path_end_kind=register
slowest_delay_ns=1.05

[placement]
dpl.hpwl_um=351000
placed_area_sq_um=59600
gp_routability_congestion=1.17
buffer_ports.inserted=146

[min_path]
hold_path.class=reg2reg

[global_routing]
grt_start_max_net_pins=134
grt_pass1_wl_um=656000
grt_usage=0.588
grt_pass1_vias=59647
antenna_found_initial=112
globalRoute.totalOverflow=0

[route]
detail_route.wl_per_cell_um=57.1
avgViaCountPerCell=7.28
vias=66384
drtPass1Iterations=9
drc=0
ant_nets=0
wirelength_um=521000
drt_iter0_markers=9793

[floorplan]
core_sq_um=176000
die_w_um=423
fp_util=0.302
rows=154
io_pins=147
chip_area_sq_um=179000
die.size.y_um=423

[job]
maxCapViolations=0
warnings=41

[run_status]
status=completed

==> flip-flops by register name (all words and copies together), names as in the netlist <==
name	cells
rd_data0	32
rd_data1	32
registers	992
==> final cells by class <==
type	count	area, sq um
flip-flops and latches	1056	21800
clock buffers	206	3980
well taps	2340	2930
inverters	33	126
clock inverters	41	518
diodes	146	365
fillers	17864	112000
repair buffers	681	5520
multi-input cells	4621	29300
==> logic make-up after synthesis <==
kind of cell	count (synthesis)	share of synthesized area
buf+inv	662	0.0535
flops	1056	0.410
simple gates	2234	0.190
mux	664	0.125
xor+xnor	2	0.000330
compound gates	1721	0.221
==> synth_stat cells, drive strengths merged (8+ instances only) <==
| cell type | n |
|---|---|
| o31ai | 11 |
| or4 | 57 |
| nand4 | 113 |
| a21oi | 430 |
| o22a | 24 |
| a221o | 9 |
| o41ai | 14 |
| o2bb2ai | 14 |
| buf | 197 |
| mux2 | 8 |
| a2bb2oi | 22 |
| nand3 | 91 |
| a31oi | 33 |
| nand3b | 8 |
| edfxtp | 64 |
| inv | 33 |
| a32o | 12 |
| nor4 | 111 |
| mux2i | 656 |
| a22oi | 248 |
| nand2 | 777 |
| and4 | 15 |
| a2111oi | 30 |
| or3 | 13 |
| a221oi | 84 |
| o21ai | 115 |
| nor2 | 862 |
| o22ai | 404 |
| nor3 | 77 |
| a22o | 49 |
| clkbuf | 432 |
| dfxtp | 992 |
| a211oi | 70 |
| and3 | 19 |
| and2 | 27 |
| o221ai | 23 |
| o2111ai | 13 |
| a222oi | 13 |
| o211ai | 19 |
| a32oi | 48 |
| nand2b | 8 |
| o31a | 8 |
==> layout by cell type, fill, tap and decap left out, types with 64 or more instances in the layout <==
master,n
o21ai_0,111
nand3_1,91
a21oi_1,430
a221oi_1,84
nor2_1,834
edfxtp_1,64
mux2i_1,654
diode_2,146
nor3_1,73
dfxtp_1,992
nand4_1,113
buf_4,530
nor4_1,96
a22oi_1,248
o22ai_1,404
clkdlybuf4s50_1,139
nand2_1,725
clkbuf_16,136
==> routing by layer <==
layer,vias up,GRT usage,share of wire
li1,24033,-,-
met1,32630,0.671,0.35
met2,6990,0.737,0.38
met3,2669,0.379,0.16
met4,62,0.519,0.11
met5,-,0.0755,0.0024
==> worst paths after layout <==
| path | startpoint | slack (ns) | cells past startpoint | endpoint |
|---|---|---|---|---|
| setup / recovery | wr_addr[4] | 3.41 | 9 | rd_data1[26] |
| hold reg to reg | registers[19][23] | 0.47 | 2 | registers[19][23] |
| hold / removal | registers[19][23] | 0.47 | 2 | registers[19][23] |
| setup reg to reg | registers[31][11] | 7.27 | 8 | rd_data1[11] |
==> where the power goes <==
group | leakage [nW] | internal [mW] | switching [mW] | total [mW]
logic | 16.1 | 0.203 | 0.781 | 0.985
clock network | 2.20 | 2.83 | 2.13 | 4.97
registers | 8.66 | 4.18 | 0.0373 | 4.21
==> worst max-delay path: cells and delay by family <==
| kind | cells | cell delay [ns] |
|---|---|---|
| AOI/OAI and AO/OA | 2 | 1.08 |
| and+or+nand+nor | 5 | 3.13 |
| buffers and inverters | 2 | 1.10 |
==> through the flow <==
step           setup slack (ns)  hold WS [ns]  std cells   util
3_3_place_gp               2.78         0.456       8730  0.339
4_1_cts                    4.00         0.468       8978  0.364
6_report                   3.41         0.471       9124  0.366
5_1_grt                    3.83         0.480       9010  0.365
2_1_floorplan              5.65         0.443       6339      -
3_5_place_dp               3.18         0.462       8731  0.339
Power is estimated from default activity; no workload was simulated.
