File: ./design.v
module mips_controller( input clk,
                        input rst,
                        input [31:0]    opcode,
                        output reg          PCWriteCond,
                        output reg          PCWrite,
                        output reg          IorD,
                        output reg          MemRead,
                        output reg          MemWrite,
                        output reg          MemToReg,
                        output reg          IRWrite,
                        output reg          isSigned,
                        output reg [1:0]    PCSource,
                        output reg [5:0]    ALUOp,
                        output reg          ALUSrcA,
                        output reg [1:0]    ALUSrcB,
                        output reg          RegWrite,
                        output reg          RegDst,
                        output reg          JumpAndLink);
    localparam
        INIT                = 5'd0,
        INSTRUCTION_FETCH   = 5'd1,
        INSTRUCTION_DECODE  = 5'd2,
        JUMP_STATE_0        = 5'd3,
        JUMP_STATE_1        = 5'd4,
        JR_STATE            = 5'd5,
        JUMP_LINK_STATE_0   = 5'd6,
        JUMP_LINK_STATE_1   = 5'd7,
        R_TYPE_0            = 5'd8,
        R_TYPE_1            = 5'd9,
        R_TYPE_2            = 5'd10,
        IMMEDIATE_0         = 5'd11,
        IMMEDIATE_1         = 5'd12,
        IMMEDIATE_2         = 5'd13,
        IMMEDIATE_3         = 5'd14,
        LOAD_0              = 5'd15,
        LOAD_1              = 5'd16,
        LOAD_2              = 5'd17,
        LOAD_3              = 5'd18,
        LOAD_4              = 5'd19,
        LOAD_PORT_0         = 5'd20,
        LOAD_PORT_1         = 5'd21,
        STORE_0             = 5'd22,
        STORE_1             = 5'd23,
        STORE_2             = 5'd24,
        WAIT                = 5'd25,
        BRANCH_0            = 5'd26,
        BRANCH_1            = 5'd27,
        BRANCH_2            = 5'd28,
        DUMMY_0             = 5'd29,
        DUMMY_1             = 5'd30,
        DUMMY_2             = 5'd31;
    reg [4:0] state;
    reg [4:0] debug_state;
    always @(posedge clk)
    begin
        if (rst) begin
            state       = INIT;
            PCWriteCond = 0;
            JumpAndLink = 0;
            PCWrite     = 0;
            IorD        = 0;
            MemRead     = 0;
            MemWrite    = 0;
            MemToReg    = 0;
            IRWrite     = 0;
            isSigned    = 0;
            PCSource    = 0;
            ALUOp       = 0;
            ALUSrcA     = 0;
            ALUSrcB     = 0;
            RegWrite    = 0;
            RegDst      = 0;
        end else begin  
            debug_state <= state;
            PCWriteCond = 0;
            JumpAndLink = 0;
            PCWrite     = 0;
            IorD        = 0;
            MemRead     = 0;
            MemWrite    = 0;
            MemToReg    = 0;
            IRWrite     = 0;
            isSigned    = 0;
            PCSource    = 0;
            ALUOp       = 0;
            ALUSrcA     = 0;
            ALUSrcB     = 0;
            RegWrite    = 0;
            RegDst      = 0;
            case (state)
                INIT:
                    begin
                        state   = INSTRUCTION_FETCH;
                        IRWrite = 1;
                    end
                INSTRUCTION_FETCH:
                    begin
                        state   = INSTRUCTION_DECODE;
                        PCWrite = 1;
                        MemRead = 1;
                        IRWrite = 1;
                        ALUOp   = 6'b001001;
                        ALUSrcB = 2'b01;
                    end
                INSTRUCTION_DECODE:
                    begin
                        ALUSrcA = 0;
                        ALUSrcB = 2'b11;
                        ALUOp   = 6'b001001;
                        case (opcode[31:26])
                            6'b000000:
                                state   = R_TYPE_0;
                            6'b000010:
                                state   = JUMP_STATE_0;
                            6'b000011:
                                state   = JUMP_LINK_STATE_0;
                            6'b000100:
                                state   = BRANCH_0;
                            6'b000101:
                                state   = BRANCH_0;
                            6'b001001:
                                state   = IMMEDIATE_1;
                            6'b001010:
                                state   = IMMEDIATE_1;
                            6'b001100:
                                state   = IMMEDIATE_1;
                            6'b001101:
                                state   = IMMEDIATE_1;
                            6'b001110:
                                state   = IMMEDIATE_1;
                            6'b010000:
                                state   = IMMEDIATE_1;
                            6'b100011:
                                state   = LOAD_0;
                            6'b101011:
                                state   = STORE_0;
                            6'b111111:
                                state   = WAIT;
                            default:
                                state   = INSTRUCTION_DECODE;
                        endcase
                    end
                JUMP_STATE_0:
                    begin
                        PCWrite     = 1;
                        PCSource    = 2'b10;
                        state       = JUMP_STATE_1;
                    end
                JUMP_STATE_1:
                    begin
                        PCWrite     = 1;
                        PCSource    = 2'b10;
                        IRWrite     = 1;
                        state       = INSTRUCTION_FETCH;
                    end
                JR_STATE:
                    begin
                        IRWrite     = 1;
                        state       = INSTRUCTION_FETCH;
                    end
                JUMP_LINK_STATE_0:
                    begin
                        PCWrite     = 1;
                        PCSource    = 2'b10;
                        JumpAndLink = 1;
                        state       = JUMP_LINK_STATE_1;
                    end
                JUMP_LINK_STATE_1:
                    begin
                        PCWrite     = 1;
                        PCSource    = 2'b10;
                        IRWrite     = 1;
                        state       = INSTRUCTION_FETCH;
                    end
                R_TYPE_0:
                    begin
                        ALUSrcA     = 1;
                        ALUSrcB     = 0;
                        ALUOp       = opcode[31:26];
                        MemToReg    = 0;
                        RegDst      = 1;  
                        state       = R_TYPE_1;
                    end
                R_TYPE_1:
                    begin
                        ALUSrcA     = 1;
                        ALUSrcB     = 0;
                        ALUOp       = opcode[31:26];
                        MemToReg    = 0;
                        RegDst      = 1;
                        RegWrite    = 1;  
                        state       = R_TYPE_2;
                    end
                R_TYPE_2:
                    begin
                        ALUSrcA     = 1;
                        ALUSrcB     = 0;
                        ALUOp       = opcode[31:26];
                        MemToReg    = 0;
                        RegDst      = 1;
                        RegWrite    = 1;
                        IRWrite     = 1;
                        state       = INSTRUCTION_FETCH;
                        if (opcode[5:0] == 6'b001000) begin
                            PCWrite = 1;
                            state   = JR_STATE;
                        end
                    end
                IMMEDIATE_0:
                    begin
                        ALUSrcA     = 1;
                        ALUSrcB     = 2'b10;
                        ALUOp       = opcode[31:26];
                        state       = IMMEDIATE_1;
                    end
                IMMEDIATE_1:
                    begin
                        ALUSrcA     = 1;
                        ALUSrcB     = 2'b10;
                        ALUOp       = opcode[31:26];
                        state       = IMMEDIATE_2;
                    end
                IMMEDIATE_2:
                    begin
                        ALUSrcA     = 1;
                        ALUSrcB     = 2'b10;
                        ALUOp       = opcode[31:26];
                        RegDst      = 0;
                        RegWrite    = 0;
                        state       = IMMEDIATE_3;
                    end
                IMMEDIATE_3:
                    begin
                        RegDst      = 0;
                        RegWrite    = 1;
                        IRWrite     = 1;
                        state       = INSTRUCTION_FETCH;
                    end
                LOAD_0:
                    begin
                        ALUSrcA     = 1;
                        ALUSrcB     = 2'b10;
                        ALUOp       = 6'b001001;
                        state       = LOAD_1;
                    end
                LOAD_1:
                    begin
                        ALUSrcA     = 1;
                        ALUSrcB     = 2'b10;
                        MemRead     = 1;
                        IorD        = 1;
                        ALUOp       = 6'b001001;  
                        state       = LOAD_2;
                    end
                LOAD_2:
                    begin
                        RegDst      = 0;
                        MemToReg    = 1;
                        RegWrite    = 0;  
                        IorD        = 1;  
                        if (opcode[15:0] == 16'hFFF8) begin
                            RegWrite    = 1;
                            state       = LOAD_PORT_0;
                        end else if (opcode[15:0] == 16'hFFFC) begin
                            RegWrite    = 1;
                            state       = LOAD_PORT_0;
                        end else begin
                            state       = LOAD_3;
                        end
                    end
                LOAD_3:
                    begin
                        RegDst      = 0;
                        MemToReg    = 1;
                        RegWrite    = 1;
                        state       = LOAD_4;
                    end
                LOAD_4:
                    begin
                        RegDst      = 0;
                        MemToReg    = 1;
                        RegWrite    = 1;  
                        IRWrite     = 1;
                        state       = INSTRUCTION_FETCH;
                    end
                LOAD_PORT_0:
                    begin
                        state       = LOAD_PORT_1;
                    end
                LOAD_PORT_1:
                    begin
                        IRWrite     = 1;
                        state       = INSTRUCTION_FETCH;
                    end
                STORE_0:
                    begin
                        ALUSrcA     = 1;
                        ALUSrcB     = 2'b10;
                        ALUOp       = 6'b001001;
                        state       = STORE_1;
                    end
                STORE_1:
                    begin
                        MemWrite    = 1;
                        IorD        = 1;
                        state       = STORE_2;
                    end
                STORE_2:
                    begin
                        MemWrite    = 0;
                        IorD        = 0;
                        IRWrite     = 1;
                        state       = INSTRUCTION_FETCH;
                    end
                WAIT:
                    begin
                        state       = WAIT;
                    end
                BRANCH_0:
                    begin
                        PCWriteCond = 0;
                        PCSource    = 2'b01;
                        ALUOp       = 6'b001001;
                        ALUSrcA     = 0;
                        ALUSrcB     = 2'b11;
                        state       = BRANCH_1;
                    end
                BRANCH_1:
                    begin
                        PCWriteCond = 1;
                        PCSource    = 2'b01;
                        ALUOp       = opcode[31:26];
                        ALUSrcA     = 1;
                        ALUSrcB     = 0;
                        state       = BRANCH_2;
                    end
                BRANCH_2:
                    begin
                        IRWrite     = 1;
                        state       = INSTRUCTION_FETCH;
                    end
                DUMMY_0:
                    begin
                    end
                DUMMY_1:
                    begin
                    end
                DUMMY_2:
                    begin
                    end
            endcase  
        end  
    end  
endmodule
File: ./run.sh
#!/bin/bash
# OpenROAD 26Q1-2900-gdf79404cd8, Yosys 0.63+post, stock flow scripts
make -C /OpenROAD-flow-scripts/flow DESIGN_CONFIG=/design/flow/config.mk WORK_HOME=/design/flow/orfs finish
File: ./config.mk
export PLATFORM = sky130hd
export DESIGN_NAME = mips_controller
export DESIGN_NICKNAME = mips_controller
export VERILOG_FILES = /design/flow/design.v
export SDC_FILE = /design/flow/constraint.sdc
export NUM_CORES = 4
export LEC_CHECK = 1
export CORE_AREA = 10 10 106 106
export DIE_AREA = 0 0 116 116
File: ./constraint.sdc
current_design mips_controller

set clk_period 3.2
set clk_io_pct 0.2

create_clock -name clk0 -period $clk_period [get_ports {clk}]

set non_clock_inputs [all_inputs -no_clocks]
set_input_delay [expr $clk_period * $clk_io_pct] -clock clk0 $non_clock_inputs
set_output_delay [expr $clk_period * $clk_io_pct] -clock clk0 [all_outputs]
==> results.cfg <==
; flow metrics
[status]
status = complete, no violations

[global_route]
overflow = 0
grt_pass1_wl_um = 8070
antenna_found_initial = 0
grt_max_degree = 32
grt_usage_pct = 7.20
first_global_vias = 1606

[worst_setup_path]
crit_buf_inv = 1
cp_max_fo = 5
critPathSlowestCell = or4b_2
cp_cell_sequence = clkdlybuf4s50_1 > ha_1 > or4b_2 > a311oi_1 > o31ai_1 > a21oi_1
cp_top_family = AND-OR/OR-AND gates
cp.arrival_ns = 2.66
crit_path_end_kind = register
critical-path-max-stage-delay_ns = 0.60
ff2ff_path_depth = 5
cp-start-kind = input port
crit_type = in -> reg
crit_required_ns = 3.41
path_depth = 6

[yosys]
ys_cells = 217
synth-async-reset-ratio_pct = 0
ys_seq_share_pct = 30.8
synthDominantCellAreaShare_pct = 30.8
synthTopCellsByArea = dfxtp_1, a21oi_1, nand2b_1
synth_chip_area_um2 = 1690
synth-seq-cells = 26
syn_area_per_cell_um2 = 7.78
synthesis.area_um2 = 1690
synth_cell_types = 60
top_area_cell = dfxtp_1
ff_type = dfxtp_1
edf_count = 0
synthCells = 217
yosys_warnings = 1

[sta]
fmax_ghz = 0.408
setup-violations-final = 0
rsz0062_at_grt = no
setup_ws_ns = 0.751
slew_headroom_pct = 56.2
skew_ns = 0.00638
maxSlewViolCount = 0
worst_slew_pin_slew_ns = 0.640
min_period_over_period_pct = 76.5
fin_crit_ns = 2.45
hold_viol_final = 0
setup_tns_ns = 0

[die]
core_area_um2 = 8850
ios = 56
chipArea_um2 = 13500
die_x_um = 116
rows = 34
fp_util_pct = 19.1
dieHeight_um = 116

[clocking]
clk_path_buf_depth = 2
cts_hold_buf = 0
cts.repair.resized = 0
clockRootBuffer = clkbuf_8
clock_sinks = 26
postCtsSetupBuffers = 0
insertion_delay_ns = 0.27
cts.clk_slew.worst_paths_ns = 0.10
numCtsBuffers = 3
cts_tree = built
h-tree-depth = 1

[drt]
vias = 1719
drt_pass1_iterations = 5
antenna_cells = 0
wire_per_inst_um = 13.6
drc = 0
drt_iter0_markers = 82
routed_wl_um = 4870
drtAntennaViolNets = 0
via_per_inst = 4.79

[power_and_ir_drop]
p_clk_share_pct = 24.0
power.density_nw_per_um2 = 498
sw_frac_of_total_pct = 33.2
p_int_uw = 765
pwr-share-comb_pct = 39.4
ir_drop_v = 0.000214
p_leak_uw = 0.000782
p_total_uw = 1150
p_sw_uw = 380
seq_power_share_pct = 36.5

[hold_path]
min_delay_path_depth = 2
hold_path.class = reg -> reg

[placement]
dp_hpwl_um = 3650
dpl_cell_area_um2 = 2230
dpl_worst_slack_ns = 0.496
gp_congestion = 0.858
place.port_buffers = 44

[cells_and_area]
area_delta_synth_final_pct = 36.3
mostFrequentLayoutCell = clkdlybuf4s50_1
fin_util_pct = 26.0
most-common-layout-cells = clkdlybuf4s50_1, dfxtp_1, a21oi_1
drive_gt1_share_pct = 7.97
design_area_um2 = 2300

[flow_run]
maxCapViolCount = 0
warning_count = 37
-- path summary, 6_finish.rpt --
kind / from / to / slack (ns)
worst max-delay path: opcode[27] / state[3] / 0.75
worst min-delay path: state[4] / PCWriteCond / 0.65
worst max register to register: state[0] / state[2] / 1.13
worst min register to register: state[4] / PCWriteCond / 0.65
-- power groups by stage --
stage	logic [uW]	registers, uW	clock network [uW]
global route	504	428	304
CTS	451	420	288
finish	452	419	275
-- layer usage --
| metal | part of all wire (%) | track usage, % | vias to the layer above |
|---|---|---|---|
| li1 | - | - | 862 |
| met1 | 47 | 9.94 | 798 |
| met2 | 45 | 11.6 | 51 |
| met3 | 7.2 | 1.67 | 8 |
| met4 | 1.6 | 0.917 | 0 |
| met5 | 0 | 0 | - |
-- worst register-to-register path: stages (launching register included) --
cell	delay [ns]
dfxtp_1	0.43
buf_4	0.25
or3b_1	0.44
or4_1	0.55
a21boi_0	0.15
o221ai_1	0.18
-- synth_stat cells (4+ instances only) --
cell      number
clkbuf_1      17
nand3b_1       4
nor3_1         7
nand2_1        9
nand2b_1      13
nor2_1        14
a21oi_1       18
o21ai_0       11
nand3_1        6
a31oi_1        6
and2_1         5
inv_1          8
dfxtp_1       26
nand4_1        5
-- cells by family after synthesis --
group	synth area share (%)
compound gates	24.3
xor+xnor	2.59
fa+ha+maj	2.22
buf+inv	7.78
flops	30.8
mux	0.593
other cells	0.222
simple gates	31.4
-- state kept, by name, summed over array words and instances (netlist names), 2 cells and up --
register,flops
ALUOp,6
ALUSrcB,2
PCSource,2
state,5
-- per-stage QoR --
step	cells	hold slack [ns]
6_report	359	0.655
3_3_place_gp	355	0.646
2_1_floorplan	217	0.543
5_1_grt	359	0.714
4_1_cts	359	0.663
3_5_place_dp	355	0.650
-- cell type report --
type | instances | area, um^2
multi-input combinational | 160 | 1040
tap | 108 | 135
clock buffer | 3 | 41.3
sequential | 26 | 520
clock inverter | 1 | 30.0
inverter | 8 | 30.0
timing repair buffer | 53 | 508
fill | 931 | 6550
Power is estimated from default activity; no workload was simulated.
